### design/flow/design.v
module subleq #(
    parameter BITS = 1
) (
    input wire clock,
    input wire reset,
    output wire halt,
    output wire write,
    output wire [BITS-1:0] address,
    inout wire [BITS-1:0] data
);
    enum reg [1:0] {
        STAGE_READ_A,
        STAGE_READ_B,
        STAGE_READ_C,
        STAGE_WRITE
    } stage;
    reg [BITS-1:0] pc, a, b, c;
    reg halt_reg;
    wire signed [BITS-1:0] b_next;
    assign address =
        (stage == STAGE_READ_A) ? pc + BITS'(0) :
        (stage == STAGE_READ_B) ? pc + BITS'(1) :
        (stage == STAGE_READ_C) ? pc + BITS'(2) :
        b
    ;
    assign b_next = b - a;
    assign data = write ? b_next : {BITS{1'bz}};
    assign halt = halt_reg;
    assign write = stage == STAGE_WRITE;
    always @(posedge clock) begin
        if (reset == 1'b1) begin
            halt_reg <= 0;
            pc <= 0;
            stage <= STAGE_READ_A;
        end else begin
            case(stage)
                STAGE_READ_A: a <= data;
                STAGE_READ_B: b <= data;
                STAGE_READ_C: c <= data;
                STAGE_WRITE: pc <= (b_next <= 0) ? c : pc + BITS'(3);
            endcase
            if (stage == STAGE_WRITE && a == 0 && b <= 0 && c == pc) begin
                halt_reg <= 1;
            end
            stage <= stage + 1;
        end
    end
endmodule
### design/flow/run.sh
#!/bin/bash
# OpenROAD 26Q1-2900-gdf79404cd8, Yosys 0.63+post, stock flow scripts
make -C /OpenROAD-flow-scripts/flow DESIGN_CONFIG=/design/flow/config.mk WORK_HOME=/design/flow/orfs finish
### design/flow/config.mk
export PLATFORM = sky130hd
export DESIGN_NAME = subleq
export DESIGN_NICKNAME = subleq
export VERILOG_FILES = /design/flow/design.v
export SDC_FILE = /design/flow/constraint.sdc
export NUM_CORES = 4
export LEC_CHECK = 1
export CORE_AREA = 10 10 70 70
export DIE_AREA = 0 0 80 80
### design/flow/constraint.sdc
current_design subleq

set clk_period 2.0
set clk_io_pct 0.2

create_clock -name clk0 -period $clk_period [get_ports {clock}]

set non_clock_inputs [all_inputs -no_clocks]
set_input_delay [expr $clk_period * $clk_io_pct] -clock clk0 $non_clock_inputs
set_output_delay [expr $clk_period * $clk_io_pct] -clock clk0 [all_outputs]
==> flow_summary.ini <==
; generated from flow reports
[placement]
placed_area_um2 = 428
dp_slack_ns = 0.115
gp_congestion = 0.732
place_inst = 80
port-buffer-count = 4

[timing]
worst_slack_ns = 0.124
fin_setup_tns_ns = 0
setup_violations = 0
maxSlewHeadroom = 0.802
worst_pin_slew_ns = 0.296
grt_setup_unrepaired = no
min_period_ns = 1.88
slew_viol_final = 0
hold_viol = 0
max_freq_ghz = 0.533
final.setup_skew_ns = 0.000832
period_used_share = 0.938

[drt]
vias = 230
drt_first_iter_violations = 9
num_antenna_cells = 0
vias_per_cell = 2.71
wl_per_cell_um = 7.07
dr.pass1.iters = 2
wl_um = 601
drc = 0
drtAntennaViolNets = 0

[clocking]
htree_levels = 1
clock-sinks = 7
cts_made_buffers = 3
cts_tree = built
clk_pin_slew_ns = 0.05
cts_root_buf = clkbuf_4
clock_latency_ns = 0.25
clock_path_buffers = 2

[finish]
regMostFlops = stage
largest_reg_flops = 2
stdcell_count = 85
area_growth_pct = 40.9
post-route-util = 0.136
drive_above_1_share = 0.179
fin_area_um2 = 465
n_fill_cell = 396

[grt]
grt_util_all_layers = 0.0214
overflow = 0
antenna_found_initial = 0
grt_max_degree = 8
grt_pass1_vias = 245
grt_pass1_wl_mm = 1.10

[logic_synthesis]
ys_area_um2 = 330
synth-edff-count = 3
area_leaders = edfxtp_1 27%, dfxtp_1 24%, ha_1 15%
synthTopCellsByCount = 5 x nor2_1, 4 x dfxtp_1, 4 x ha_1
ys_ff = 7
synthFlopType = dfxtp_1
yosysTopAreaCell = edfxtp_1
ys_cells = 30
async_flop_share = 0
yosysSeqAreaShare = 0.515
syn_inst = 30
syn_area_per_cell_um2 = 11.0
top_cell_area_share = 0.273
synth_warnings = 2
synth.most_common_cell = nor2_1
synth_cell_types = 14
syn_area_um2 = 330

[worst_setup_path]
worstSetupEndpointType = primary output
cp_num_buf_inv = 2
cp_cell_sequence = inv_1 -> ha_2 -> o21ba_1 -> o21ai_1 -> o31ai_1 -> dlygate4sd2_1
cp_slowest_cell = dfxtp_2
cp_top_family = AND-OR/OR-AND gates
cp.required_ns = 1.60
critPathMaxFanout = 4
cp_data_arrival_time_ns = 1.48
worst_setup_path_start_kind = flip-flop
max_stage_delay_ns = 0.35
path_class = flip-flop to primary output

[floorplanning]
num_io_pins = 6
floorplan.core_util = 0.0967
chipWidth_um = 80
dieArea_mm2 = 0.00640
core.rowCount = 21
die_h_um = 80
fp.coreArea_mm2 = 0.00342

[outcome]
outcome = complete, no violations

[job]
tool_warnings = 28
max-cap-violations = 0

[power_and_ir_drop]
peakVddDrop_uv = 233
power_density_mw_per_mm2 = 721
power.leakage_nw = 0.171

[min_path]
hold_path.class = primary input to flip-flop
[cell type report]
type	instances	area, µm²	area share
Timing Repair Buffer	5	46.3	0.0995
Multi-Input combinational cell	20	151	0.325
Sequential cell	7	173	0.371
Tap cell	46	57.6	0.124
Inverter	3	11.3	0.0242
Clock buffer	4	26.3	0.0565
[stage by stage]
step           hold slack, ns  power [W]
6_report                0.329   0.000336
2_1_floorplan           0.413   0.000192
5_1_grt                 0.326   0.000362
4_1_cts                 0.333   0.000340
3_3_place_gp            0.444   0.000211
3_5_place_dp            0.462   0.000212
[power by group]
part | total (W) | internal (W) | switching (W)
Combinational | 0.0000427 | 0.0000235 | 0.0000192
Clock | 0.000126 | 0.0000760 | 0.0000503
Sequential | 0.000167 | 0.000160 | 0.00000669
[worst paths after layout]
path / from / to / slack [ns] / cells after the start
worst max-delay path: stage[0] / address[0] / 0.12 / 6
worst min-delay path: data[0] / c / 0.33 / 0
worst max register to register: stage[0] / a / 0.94 / 3
worst min register to register: stage[0] / stage[0] / 0.44 / 1
[placed cells by master, fill, tap and decap left out]
master and count:
xnor2_1 1, ha_2 1, buf_4 1, ha_1 3, clkbuf_1 1, o21ba_1 1
a31oi_1 1, clkbuf_4 3, dlygate4sd2_1 1, nor2_1 5, mux2i_1 1, inv_1 3
o21ai_1 1, nor2b_1 3, o31ai_1 1, dfxtp_1 2, xor2_1 1, edfxtp_1 3
dfxtp_2 2, clkdlybuf4s50_1 3, a21oi_1 1
[metal layers]
layer | vias up | global-route usage | wire, µm
met5 | - | 0 | 0
met3 | 2 | 0.0114 | 46
met4 | 0 | 0.00704 | 9
met2 | 10 | 0.0233 | 208
li1 | 118 | - | -
met1 | 100 | 0.0330 | 336
[kinds of logic after synthesis]
logic type | Yosys count | synth area share
flip-flops | 7 | 0.515
AND/OR/NAND/NOR | 8 | 0.114
buffers and inverters | 3 | 0.0341
AND-OR/OR-AND | 5 | 0.102
adder cells (fa/ha/maj) | 4 | 0.152
multiplexers | 1 | 0.0303
XOR/XNOR | 2 | 0.0530
[timing repair]
item	in CTS	in global routing
hold endpoints to repair	0	0
endpoints found under the setup margin	1	1
setup buffers	0	1
gates cloned	0	0
resized	2	2
hold buffers	0	0
pin swaps	1	1
Power and IR drop assume default switching activity.
