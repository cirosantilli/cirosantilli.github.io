==> design.v <==
module move(
    input wire clock,
    input wire reset,
    input wire up,
    input wire down,
    input wire left,
    input wire right,
    output reg [1:0] x,
    output reg [1:0] y
);
    always @ (posedge clock) begin
        if (reset == 1'b1) begin
            x <= 0;
            y <= 0;
        end
        else begin
            if (up == 1'b1) begin
                y <= y - 1;
            end
            if (down == 1'b1) begin
                y <= y + 1;
            end
            if (left == 1'b1) begin
                x <= x - 1;
            end
            if (right == 1'b1) begin
                x <= x + 1;
            end
        end
    end
endmodule
==> run.sh <==
#!/bin/bash
# OpenROAD 26Q1-2900-gdf79404cd8, Yosys 0.63+post, stock flow scripts
make -C /OpenROAD-flow-scripts/flow DESIGN_CONFIG=/design/flow/config.mk WORK_HOME=/design/flow/orfs finish
==> config.mk <==
export PLATFORM = sky130hd
export DESIGN_NAME = move
export DESIGN_NICKNAME = move
export VERILOG_FILES = /design/flow/design.v
export SDC_FILE = /design/flow/constraint.sdc
export NUM_CORES = 4
export LEC_CHECK = 1
export CORE_AREA = 10 10 70 70
export DIE_AREA = 0 0 80 80
==> constraint.sdc <==
current_design move

set clk_period 1.1
set clk_io_pct 0.2

create_clock -name clk0 -period $clk_period [get_ports {clock}]

set non_clock_inputs [all_inputs -no_clocks]
set_input_delay [expr $clk_period * $clk_io_pct] -clock clk0 $non_clock_inputs
set_output_delay [expr $clk_period * $clk_io_pct] -clock clk0 [all_outputs]
==> flow_summary.toml <==
# flow metrics
[status]
status = "finished clean"

[place]
gp_congestion = 0.722
dp_cells = 77
postPlaceCellArea_sq_um = 335
io_buffers = 9
dpl.hpwl_microns = 445

[floorplan]
die_w_microns = 80
die-area_sq_mm = 0.00640
ioPinCount = 10
rows = 21
initial_core_util = 0.0505
die_h_microns = 80
core_sq_mm = 0.00342

[power]
pwr-share-comb = 0.224
netSwitchingFraction = 0.216
p_int_w = 0.000354
switching_power_w = 0.0000971
power.share.clock = 0.383
power_density_mw_per_mm2 = 1200
ir_worst_vdd_uv = 124
p_total_w = 0.000451
leakagePower_nw = 0.165
p_seq_frac = 0.393

[cells_and_area]
layout-drive-gt1-share = 0.361
fin_cells = 82
fillerInstances = 408
design_area_sq_um = 374
utilization = 0.110
area_growth_pct = 117

[global_routing]
met1_usage = 0.0173
grt_pass1_wl_microns = 876
use_met3 = 0.00909
antenna_found_initial = 0
gr-usage-all-layers = 0.0169
grt.met2_usage = 0.0289
overflow = 0
grt-busiest-layer = "met2"
grt_max_degree = 5
grt_pass1_vias = 202

[logic_synthesis]
syn_inst = 20
yosys_warnings = 1
synth_chip_area_sq_um = 173
synthDistinctLibCells = 8
synth_stat.cells = 20
avgSynthCellArea_sq_um = 8.63
syn_area_sq_um = 173
ys.flops = 4
synth_seq_share = 0.464

[clock_network]
cts_max_level = 1
clk_pin_slew_ns = 0.04
postCtsHoldBufs = 0
cts_tree = "built"
cts_num_sinks = 4
clk_latency_ns = 0.23
cts_buffers = 3
clk_path_buf_depth = 2
root_buffer = "clkbuf_4"

[sta]
worst-slew-pin-transition_ns = 0.194
slew_headroom = 0.870
setup_violations = 0
rsz0062_at_grt = "true"
fmax_mhz = 932
fin_worst_skew_ns = 0.0000504
drv_slew = 0
period_minus_slack_ns = 1.07
hold_viol = 0
post-route-period-util = 0.976

[drt]
drc = 0
drt-initial-drc-count = 7
wl_per_cell_microns = 6.43
detail_route.first_pass.iterations = 4
vias = 195
antenna_cells = 0
antenna_left = 0
wl_microns = 527
viasPerCell = 2.38

[worst_setup_path]
slowest_delay_ns = 0.39
startpoint_type = "flip-flop"
crit_family = "simple AND/OR/NAND/NOR gates"
crit_chain = "or3b_4 > a21o_1 > a21oi_2"
critical_path_class = "flip-flop to flip-flop"
critPathCaptureType = "flip-flop"
crit_buf_inv = 0
r2r-start = "y[0]"
slowest_stage = "or3b_4"
crit_path_max_fanout = 4
cp.required_ns = 1.26
r2r_slack_ns = 0.03
worstPathArrival_ns = 1.23
rr_endpoint = "y[1]"
ff2ff_path_depth = 3

[flow_run]
max-cap-violations = 0
warnings = 27

[min_path]
hold_path_end = "y[0]"
min_from = "up"
hp-class = "primary input to flip-flop"
hold_depth = 4
[metal layers]
metal | vias to the layer above | part of all wire | wire, microns
li1 | 101 | - | -
met1 | 93 | 0.36 | 192
met2 | 1 | 0.57 | 302
met3 | 0 | 0.063 | 33
met4 | 0 | 0 | 0
met5 | - | 0 | 0
[synthesized netlist by cell type (all sizes together)]
cell   number  share of area
a21o        2          0.087
a21oi       2          0.058
dfxtp       4           0.46
nand2       2          0.043
nand3       2          0.058
nor2        4          0.087
or3b        2           0.10
xor2        2           0.10
[power groups by stage]
stage / Clock (W) / Sequential (W) / Combinational [W]
finish: 0.000172 / 0.000177 / 0.000101
global route: 0.000204 / 0.000180 / 0.000113
CTS: 0.000187 / 0.000175 / 0.000108
[flip-flops by register name, summed over array words and instances (netlist names)]
register / flops
x: 2
y: 2
[cell families (layout without fill, tap and decap cells)]
logic type | Yosys count | count (layout) | share of synthesized area
XOR/XNOR | 2 | 2 | 0.101
flip-flops | 4 | 4 | 0.464
AND-OR/OR-AND | 4 | 4 | 0.145
AND/OR/NAND/NOR | 10 | 10 | 0.290
buffers and inverters | 0 | 16 | 0
[how the worst max path moves through the flow]
stage          end  cells past startpoint  from  slack [ns]
CTS           y[1]                      4  y[0]       -0.04
global route  y[1]                      3  y[0]       -0.04
finish        y[1]                      3  y[0]        0.03
[final cells by class]
class	instances	area (sq um)	area share
Timing Repair Buffer	13	110	0.294
Sequential cell	4	85.1	0.227
Clock buffer	3	22.5	0.0602
Tap cell	46	57.6	0.154
Multi-Input combinational cell	16	98.8	0.264
[layout by cell type (no fill, tap or decap)]
cell	count
dlygate4sd2_1	8
clkbuf_4	3
buf_4	4
or3b_4	1
nor2_1	4
xor2_1	2
a21oi_2	1
or3b_1	1
nand3_1	2
a21o_1	2
a21oi_1	1
clkdlybuf4s50_1	1
nand2_1	2
dfxtp_2	4
[worst min-delay path, cell delays in order]
cell and delay (ns):
dlygate4sd2_1 0.21, nor2_1 0.05, xor2_1 0.13, nor2_1 0.05
[through the flow]
| stage | setup TNS [ns] | setup slack [ns] | hold WS (ns) |
|---|---|---|---|
| after floorplan | 0 | 0.0787 | 0.289 |
| after global placement | -0.742 | -0.310 | 0.474 |
| after detailed placement | -0.782 | -0.334 | 0.479 |
| after CTS | -0.0394 | -0.0394 | 0.454 |
| after global routing | -0.0380 | -0.0380 | 0.498 |
| final | 0 | 0.0267 | 0.470 |
[what timing repair did]
item                       in CTS  in global routing
gates cloned                    0                  0
resized                        13                  2
pin swaps                       6                  3
setup endpoints to repair       6                  1
hold endpoints to repair        0                  0
setup buffers                   4                  0
No activity file was given, so power comes from the tool's default toggle rates.
